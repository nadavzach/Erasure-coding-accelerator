==> ./design.v <==
module sram_fifo #(
	parameter SRAM_WRAP_WIDTH = 32, 
	parameter SRAM_WRAP_DEPTH = 100,  
	parameter SRAM_ADDR_W = $clog2(SRAM_WRAP_DEPTH)
)(
input clk,
input rst_n,
input wr_req,
input rd_req,
input mem_en,
input [SRAM_WRAP_WIDTH-1:0] wr_data_in,
output rd_data_val,
output [SRAM_WRAP_WIDTH-1:0] rd_data,
 output wr_ack,
output full,
output empty
);
logic wr_req_l ;
logic [SRAM_ADDR_W:0] wptr;
logic [SRAM_ADDR_W:0] rptr;
logic [SRAM_WRAP_WIDTH-1:0] dout_samp_reg_0;
logic [SRAM_WRAP_WIDTH-1:0] dout_samp_reg_1;
logic dout_samp_reg_0_val;
logic dout_samp_reg_1_val;
logic sram_wr_req;
logic sram_rd_req;
logic [SRAM_ADDR_W-1:0] sram_addr;
logic [SRAM_WRAP_WIDTH-1:0] sram_dout;
logic sram_dout_val;
logic wr_sram_dout_to_samp_reg_0; 
logic wr_sram_dout_to_samp_reg_1; 
logic wr_din_to_samp_reg_0;		
logic wr_din_to_samp_reg_1;		
logic wr_samp_reg_1_to_0;
logic samp_reg_0_nxt;
logic samp_reg_1_nxt;
assign rd_data = dout_samp_reg_0;
assign rd_data_val = dout_samp_reg_0_val;
assign wr_ack = sram_wr_req || wr_din_to_samp_reg_0 || wr_din_to_samp_reg_1;
assign wr_req_l = wr_req & ~rd_req;
assign ptrs_eq = (rptr[SRAM_ADDR_W-1:0] == wptr[SRAM_ADDR_W-1:0]);
assign ptrs_tu_bit_eq = (rptr[SRAM_ADDR_W] == wptr[SRAM_ADDR_W]);
assign sram_full  = ptrs_eq & ~ptrs_tu_bit_eq;
assign sram_empty = ptrs_eq & ptrs_tu_bit_eq;
assign sram_addr = (sram_rd_req ? rptr[SRAM_ADDR_W-1:0] : wptr[SRAM_ADDR_W-1:0]);
assign sram_rd_req = rd_req & ~sram_empty;
assign sram_wr_req = wr_req_l & ~sram_full & ~wr_din_to_samp_reg_0 & ~wr_din_to_samp_reg_1 & ~sram_rd_req;
assign samp_reg_0_nxt = (dout_samp_reg_0_val & ~rd_req) | (wr_sram_dout_to_samp_reg_0 | wr_din_to_samp_reg_0 | wr_samp_reg_1_to_0);
assign samp_reg_1_nxt = (dout_samp_reg_1_val & ~wr_samp_reg_1_to_0) | ( wr_sram_dout_to_samp_reg_1| wr_din_to_samp_reg_1  );
assign full = sram_full & dout_samp_reg_0_val & dout_samp_reg_1_val;
assign empty = sram_empty & ~dout_samp_reg_0_val & ~dout_samp_reg_1_val;
assign wr_sram_dout_to_samp_reg_0 = sram_dout_val & ~dout_samp_reg_1_val & (~dout_samp_reg_0_val || rd_req);
assign wr_din_to_samp_reg_0	      = wr_req_l & ~dout_samp_reg_0_val ;
assign wr_samp_reg_1_to_0         = rd_req & dout_samp_reg_1_val ;
always_ff @(posedge clk or negedge rst_n) begin
	if(~rst_n) begin
		dout_samp_reg_0_val	<=	1'b0;
	end else begin
		if(wr_sram_dout_to_samp_reg_0 | wr_din_to_samp_reg_0 | wr_samp_reg_1_to_0 ) begin
			dout_samp_reg_0_val	<=	1'b1;
		end else begin
			if(rd_req) begin
				dout_samp_reg_0_val	<=	1'b0;
			end
		end
	end
end
always_ff @(posedge clk or negedge rst_n) begin
    if(~rst_n) begin
		dout_samp_reg_0	<=	{SRAM_WRAP_WIDTH{1'b0}};
	end else begin
		if(wr_sram_dout_to_samp_reg_0) begin
			dout_samp_reg_0	<=	sram_dout;
		end else begin
			if(wr_din_to_samp_reg_0) begin
				dout_samp_reg_0	<=	wr_data_in;
			end else begin
                if(wr_samp_reg_1_to_0) begin
				    dout_samp_reg_0	<=	dout_samp_reg_1;
                end
            end
		end
	end
end
assign wr_sram_dout_to_samp_reg_1 = sram_dout_val & (~dout_samp_reg_1_val || wr_samp_reg_1_to_0);
assign wr_din_to_samp_reg_1	      = wr_req_l & dout_samp_reg_0_val & ~dout_samp_reg_1_val & ~wr_sram_dout_to_samp_reg_1 & ~wr_sram_dout_to_samp_reg_1 ;
always_ff @(posedge clk or negedge rst_n) begin
	if(~rst_n) begin
		dout_samp_reg_1_val	<=	1'b0;
	end else begin
		if(wr_sram_dout_to_samp_reg_1 | wr_din_to_samp_reg_1 ) begin
			dout_samp_reg_1_val	<=	1'b1;
		end else begin
			if(wr_samp_reg_1_to_0) begin
				dout_samp_reg_1_val	<=	1'b0;
			end
		end
	end
end
always_ff @(posedge clk or negedge rst_n) begin
if(~rst_n) begin
		dout_samp_reg_1	<=	{SRAM_WRAP_WIDTH{1'b0}};
	end else begin
		if(wr_sram_dout_to_samp_reg_1) begin
			dout_samp_reg_1	<=	sram_dout;
		end else begin
			if(wr_din_to_samp_reg_1) begin
				dout_samp_reg_1	<=	wr_data_in;
			end
		end
	end
end
always_ff @(posedge clk or negedge rst_n) begin
	if(~rst_n) begin
		rptr	<=	{SRAM_ADDR_W{1'b0}};
	end else begin
		if(sram_rd_req ) begin
			if(rptr[SRAM_ADDR_W-1:0] == {SRAM_ADDR_W-1{1'b1}}) begin
				rptr[SRAM_ADDR_W-1:0]	<=  {SRAM_ADDR_W-1{1'b0}};
				rptr[SRAM_ADDR_W]		<=	~rptr[SRAM_ADDR_W];
			end else begin
				rptr[SRAM_ADDR_W-1:0] <= rptr[SRAM_ADDR_W-1:0] + 1'b1;
			end
		end
	end
end
always_ff @(posedge clk or negedge rst_n) begin
	if(~rst_n) begin
		wptr	<=	{SRAM_ADDR_W{1'b0}};
	end else begin
		if(sram_wr_req) begin
			if(wptr[SRAM_ADDR_W-1:0] == {SRAM_ADDR_W-1{1'b1}}) begin
				wptr[SRAM_ADDR_W-1:0]	<=  {SRAM_ADDR_W-1{1'b0}};
				wptr[SRAM_ADDR_W]		<=	~wptr[SRAM_ADDR_W];
			end else begin
				wptr[SRAM_ADDR_W-1:0] <= wptr[SRAM_ADDR_W-1:0] + 1'b1;
			end
		end
	end
end
sram_wrapper #(
	.SRAM_WRAP_WIDTH(SRAM_WRAP_WIDTH)
	,.SRAM_WRAP_DEPTH(SRAM_WRAP_DEPTH) 
)
sram_wrapper_fifo_i
(
	.clk(clk)
	,.rst_n(rst_n)
	,.mem_en(mem_en)
	,.rd_req(sram_rd_req)
	,.wr_req(sram_wr_req)
	,.address(sram_addr)
	,.wr_data_in(wr_data_in)
	,.rd_data_val(sram_dout_val)
	,.rd_data(sram_dout)
);
endmodule
module sram_wrapper #(
	parameter SRAM_WRAP_WIDTH = 32, 
	parameter SRAM_WRAP_DEPTH = 100,  
	parameter SRAM_WRAP_ADDR_W = $clog2(SRAM_WRAP_DEPTH),
	parameter INT_MEM_W = SRAM_WRAP_WIDTH/2,
	parameter INT_MEM_DEPTH = 2*SRAM_WRAP_DEPTH,
	parameter INT_MEM_ADDR_W = SRAM_WRAP_ADDR_W + 1
)(
input clk,
input rst_n,
input mem_en,
input rd_req,
input wr_req,
input [SRAM_WRAP_ADDR_W-1:0] address,
input [SRAM_WRAP_WIDTH-1:0] wr_data_in,
output reg rd_data_val,
output [SRAM_WRAP_WIDTH-1:0] rd_data
);
logic [INT_MEM_W-1:0] I1;
logic [INT_MEM_W-1:0] I2;
logic [INT_MEM_W-1:0] O1;
logic [INT_MEM_W-1:0] O2;
logic CEB1;
logic WEB1;
logic OEB1;
logic CSB1;
logic CEB2;
logic WEB2;
logic OEB2;
logic CSB2;
logic [INT_MEM_ADDR_W-1:0] A1;
logic [INT_MEM_ADDR_W-1:0] A2;
assign A1 = {address,1'b0};
assign A2 = {address,1'b1};
assign rd_data = {O1,O2};
assign I1 = wr_data_in[2*INT_MEM_W-1:INT_MEM_W];
assign I2 = wr_data_in[INT_MEM_W-1:0];
assign CEB1 = clk; 
assign CEB2 = clk; 
assign CSB1 = ~(mem_en & (wr_req | rd_req));
assign CSB2 = ~(mem_en & (wr_req | rd_req));
assign OEB1 = ~mem_en;
assign OEB2 = ~mem_en;
assign WEB1 = ~wr_req & rd_req;
assign WEB2 = ~wr_req & rd_req;
always_ff @( posedge clk or negedge rst_n) begin
	if(~rst_n) begin
		rd_data_val <= 1'b0;
	end else begin
		rd_data_val <= rd_req;
	end 
end 
 sram_flop_array #(
	.SRAM_WRAP_WIDTH(SRAM_WRAP_WIDTH),
	.SRAM_WRAP_DEPTH(SRAM_WRAP_DEPTH)
) sram_flop_array_i(
    .I1(I1)
    ,.I2(I2)
    ,.O1(O1)
    ,.O2(O2)
    ,.CEB1(CEB1)
    ,.WEB1(WEB1)
    ,.OEB1(OEB1)
    ,.CSB1(CSB1)
    ,.CEB2(CEB2)
    ,.WEB2(WEB2)
    ,.OEB2(OEB2)
    ,.CSB2(CSB2)
    ,.A1(A1)
    ,.A2(A2)
);
endmodule
module sram_flop_array#(
	parameter SRAM_WRAP_WIDTH = 32, 
	parameter SRAM_WRAP_DEPTH = 100,  
	parameter SRAM_WRAP_ADDR_W = $clog2(SRAM_WRAP_DEPTH),
	parameter INT_MEM_W = SRAM_WRAP_WIDTH/2,
	parameter INT_MEM_DEPTH = 2*SRAM_WRAP_DEPTH,
	parameter INT_MEM_ADDR_W = SRAM_WRAP_ADDR_W + 1
)(
input [INT_MEM_W-1:0] I1,
input [INT_MEM_W-1:0] I2,
output reg [INT_MEM_W-1:0] O1,
output reg [INT_MEM_W-1:0] O2,
input CEB1,
input WEB1,
input OEB1,
input CSB1,
input CEB2,
input WEB2,
input OEB2,
input CSB2,
input [INT_MEM_ADDR_W-1:0] A1,
input [INT_MEM_ADDR_W-1:0] A2
);
logic port_1_rd_en;
logic port_2_rd_en;
logic port_1_wr_en;
logic port_2_wr_en;
logic [INT_MEM_W-1:0] mem [INT_MEM_DEPTH-1:0];
assign port_1_rd_en =  ~CSB1 & WEB1 & ~OEB1;
assign port_2_rd_en =  ~CSB2 & WEB2 & ~OEB2;
assign port_1_wr_en =  ~CSB1 &~WEB1;
assign port_2_wr_en =  ~CSB2 &~WEB2;
always_ff @( posedge CEB1  ) begin
    if(port_1_rd_en) begin
		O1 <= mem[A1];
	end
end 
always_ff @( posedge CEB2 ) begin
    if(port_2_rd_en) begin
		O2 <= mem[A2];
	end
end 
always_ff @( posedge CEB1 ) begin
    if(port_2_wr_en & ~port_2_rd_en) begin
        mem[A2] <= I2;
    end
    if(port_1_wr_en & ~port_1_rd_en) begin
        mem[A1] <= I1;
    end
end 
endmodule
==> ./run.sh <==
#!/bin/bash
# OpenROAD 26Q1-2900-gdf79404cd8, Yosys 0.63+post, stock flow scripts
make -C /OpenROAD-flow-scripts/flow DESIGN_CONFIG=/design/flow/config.mk WORK_HOME=/design/flow/orfs finish
==> ./config.mk <==
export PLATFORM = sky130hd
export DESIGN_NAME = sram_fifo
export DESIGN_NICKNAME = sram_fifo
export VERILOG_FILES = /design/flow/design.v
export SDC_FILE = /design/flow/constraint.sdc
export NUM_CORES = 4
export LEC_CHECK = 1
export CORE_UTILIZATION = 40
==> ./constraint.sdc <==
current_design sram_fifo

set clk_period 47.7
set clk_io_pct 0.2

create_clock -name clk0 -period $clk_period [get_ports {clk}]

set non_clock_inputs [all_inputs -no_clocks]
set_input_delay [expr $clk_period * $clk_io_pct] -clock clk0 $non_clock_inputs
set_output_delay [expr $clk_period * $clk_io_pct] -clock clk0 [all_outputs]
==> results.toml <==
# flow metrics
[synth]
netlist_logic_family_top = "AND-OR/OR-AND gates"
synth_top_flop_cell = "edfxtp_1"
yosysMostFrequentCell = "edfxtp_1"
ys_seq_share_pct = 82.1
synth-simple-area-share_pct = 1.48
synth.largest_area_cell = "edfxtp_1"
yosysCellCount = 6464
syn_area_um2 = 121000
ys_sh_mux_pct = 0.827
top_cells_by_count = "3232 x edfxtp_1, 766 x a22oi_1, 397 x clkbuf_1"
synthArstFlopShare_pct = 2.50
synth.cellmix.compoundShare_pct = 13.8
postSynthAreaPerCell_um2 = 18.7
syn_inst = 6464
post-synth-top-area-fraction_pct = 80.4
ys_types = 56
ys_warn_count = 7
area_leaders = "edfxtp_1 80%, a22oi_1 4.8%, a22o_1 2.7%"
edf_count = 3232
synth-xor-area-share_pct = 0.102
ys.flops = 3315
ys_area_um2 = 121000
synthAdderAreaFrac_pct = 0.0207

[run_status]
status = "finished clean"

[floorplan]
ioPinCount = 73
chipArea_um2 = 304000
die_h_um = 551
rows = 201
fp.dieW_um = 551
fp_util_pct = 40.2
core_um2 = 300000

[detailed_routing]
drt_iter0_drc = 4847
wirelength_mm = 349
viasPerCell = 6.07
ant_nets = 0
drcViolationCount = 0
firstDrtPassIters = 10
wl_per_cell_um = 31.8
vias = 66600

[sta]
timing.fmax_ghz = 0.0466
hold_violations = 0
fin_crit_ns = 21.48
clock_skew_ns = 0.0798
fin_crit_sh_pct = 45.0
rsz0062_at_grt = "false"
finalMaxSlewViolations = 0
setup_viol = 0
tns_ns = 0
worst_pin_slew_ns = 1.09
relSlewSlack_pct = 27.1

[place]
dp_hpwl_mm = 183
place_congestion = 0.879
port_buffers = 72
dpl_cell_area_um2 = 128000

[cts]
clock_path_buffers = 4
cts.sinks = 3315
clock_latency_ns = 0.97
clock-root-buffer = "clkbuf_16"
hold_buffers = 0
post_cts.repair.setup_buffers = 0
cts_resized = 0
numCtsBuffers = 347
cts_tree = "done"
clk_pin_slew_ns = 0.06
htreeDepth = 5

[final_layout]
synthToLayoutAreaGrowth_pct = 15.3
drive_above_1_share_pct = 14.4
design_area_um2 = 139000
nFillCells = 24000

[setup_path]
crit_fanout = 34
required_ns = 38.16
cp-end-kind = "output pin"
cp.arrival_ns = 11.94
startpoint_type = "primary input"
critPathKind = "in -> out"

[run]
warning_count = 26
drv_cap = 0

[grt]
antenna_found_initial = 12
grt_pass1_wl_mm = 492
grt_start_max_net_pins = 99
overflow = 0
grt.total_usage_pct = 25.2
grt_pass1_vias = 70000

[min_path]
hold_class = "reg -> reg"

[power]
power.leakage_uw = 0.0423
power.density_nw_per_um2 = 55.3
worst_ir_drop_vdd_v = 0.0000504
[flip-flops by register name (all words and copies together), names as in the netlist]
name and flops:
sram_wrapper_fifo_i.sram_flop_array_i.mem 3200, dout_samp_reg_0 32, dout_samp_reg_1 32, sram_wrapper_fifo_i.sram_flop_array_i.O1 16
sram_wrapper_fifo_i.sram_flop_array_i.O2 16, rptr 8, wptr 8, dout_samp_reg_0_val 1
dout_samp_reg_1_val 1, sram_wrapper_fifo_i.rd_data_val 1
[cell usage in the layout (no fill, tap or decap), types with 32 or more instances in the layout]
cell type	n
a222oi_1	32
edfxtp_1	3232
a22o_1	374
nand2_1	179
clkbuf_16	356
inv_1	37
clkbuf_1	62
nor2_4	96
a31oi_1	389
nand4_1	35
clkinv_2	53
o41ai_1	78
dfrtp_1	83
buf_4	350
clkinv_1	80
clkdlybuf4s50_1	39
a221oi_1	373
a22oi_1	766
a21oi_1	58
o21ai_0	33
[metrics by stage]
stage,total power (µW),util (%),instances,hold WS (ns),setup WS [ns]
2_1_floorplan,4370,-,6464,0.426,27.46
4_1_cts,7710,46.4,11000,0.486,26.20
5_1_grt,7960,46.4,11000,0.518,26.07
6_report,7690,46.4,11000,0.481,26.22
3_3_place_gp,5110,42.7,10400,0.472,26.06
3_5_place_dp,5130,42.7,10400,0.472,26.20
[kinds of logic (layout without fill, tap and decap cells)]
family / after synthesis / after routing
xor gates and xnor gates: 14 / 14
muxes: 60 / 60
AOI/OAI and AO/OA: 2168 / 2168
and+or+nand+nor: 406 / 406
adders and majority gates: 2 / 2
other: 0 / 4
buffers and inverters: 499 / 1050
DFF: 3315 / 3315
[final timing paths]
kind                            slack (ns)                 from  depth (start not counted)                                          end
worst max-delay path                 26.22               rd_req                          8                                       wr_ack
worst min-delay path                  0.48  dout_samp_reg_0[29]                          2                          dout_samp_reg_0[29]
worst max register to register       41.16              wptr[7]                         15  sram_wrapper_fifo_i.sram_flop_array_i.O2[3]
worst min register to register        0.48  dout_samp_reg_0[29]                          2                          dout_samp_reg_0[29]
max in group asynchronous            38.11                rst_n                          2                                      wptr[4]
min in group asynchronous             8.57                rst_n                          1                          dout_samp_reg_0[31]
[metal layers]
layer  vias up  global-route usage (%)  wire [µm]
met5         -                    1.99        749
met3       655                    22.4      68800
met2      4958                    35.8     158000
li1      28200                       -          -
met4        22                    7.22      12500
met1     32800                    27.8     109000
[where the power goes]
group,switching (µW),leakage [µW],internal (µW)
logic,1180,0.00690,598
clock network,1070,0.00535,1540
registers,50.0,0.0301,3250
total,2300,0.0423,5390
[critical path: stages]
cell	delay [ns]
clkdlybuf4s50_1	0.46
buf_4	0.25
nor2b_1	0.21
nand2_1	0.17
nor3_2	0.18
buf_4	0.40
or3_1	0.23
clkdlybuf4s50_1	0.49
[final cells by class]
cell class / count / area (µm²) / area share [%]
Timing Repair Buffer: 399 / 3220 / 2.31
Clock buffer: 426 / 9230 / 6.64
Multi-Input combinational cell: 2650 / 20700 / 14.9
Antenna cell: 4 / 10.0 / 0.00719
Sequential cell: 3315 / 99100 / 71.3
Inverter: 38 / 143 / 0.103
Clock inverter: 187 / 1720 / 1.23
Tap cell: 3958 / 4950 / 3.56
No activity file was given, so power comes from the tool's default toggle rates.
