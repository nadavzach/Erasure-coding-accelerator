==> design.v <==
module engine_fsm  #(
	parameter K_MAX = 128,
	parameter K_MIN = 2,
	parameter M_MAX = 128,
	parameter M_MIN = 2,
	parameter W = 4,
	parameter PACKET_LENGTH =  2,
	parameter BM_MEM_DEPTH = M_MAX,
	parameter BM_COL_W = W*W*K_MAX,
	parameter BM_MEM_W = BM_COL_W,
	parameter BM_MEM_ADDR_W = $clog2(BM_MEM_W),
	localparam INIT_ST			= 2'd0,
	localparam CALC_ST			= 2'd1,
	localparam FINISH_CALC_ST	= 2'd2,
	localparam STATES_NUM		= 3,
    parameter MREG_W    = $clog2(M_MAX)
)(
	input clk,
	input rstn,
	input start_eng,
	input [MREG_W-1:0] MReg,
	input eng_empty,
	output reg eng_rstn,
	output reg cntrl_inbuff_rd_en,
	output reg cntrl_outbuff_wr_en,
	output reg cntrl_bm_mem_rd_en,
	output reg cntrl_eng_calc_en,
	output reg global_reg_wr_en
);
logic [$clog2(STATES_NUM)-1:0] cur_st;
logic [$clog2(STATES_NUM)-1:0] nxt_st;
always_ff @(posedge clk or negedge rstn) begin
	if(~rstn) begin
		cur_st	<=	INIT_ST;
	end else begin
		cur_st	<=	nxt_st;
	end
end
always_comb begin
	nxt_st	=	INIT_ST;
	case(cur_st)
	INIT_ST: begin
		if(start_eng) begin
			nxt_st	=	CALC_ST;
		end else begin  
			nxt_st	=	INIT_ST;
		end
	end
	CALC_ST: begin
		if(~start_eng) begin
			nxt_st	=	FINISH_CALC_ST;
		end else begin 
			nxt_st	=	CALC_ST;
		end
	end
	FINISH_CALC_ST: begin
		if(start_eng) begin
			nxt_st	=	CALC_ST;
		end else begin
			if(eng_empty) begin
				nxt_st	=	INIT_ST;
			end else begin 
					nxt_st = FINISH_CALC_ST;
			end
		end
	end
	endcase
end
always_comb begin
	cntrl_inbuff_rd_en		=	1'b0;
	cntrl_outbuff_wr_en		=	1'b0;
	cntrl_bm_mem_rd_en		=	1'b0;
	global_reg_wr_en		=	1'b0;
    cntrl_eng_calc_en       =   1'b0;
	eng_rstn				=	1'b1;
	case(cur_st)
	INIT_ST:	
	begin
		global_reg_wr_en		=	1'b1;
		eng_rstn				=	1'b0;
	end
	CALC_ST:	
	begin
		cntrl_inbuff_rd_en		=	1'b1;
		cntrl_outbuff_wr_en		=	1'b1;
		cntrl_bm_mem_rd_en		=	1'b1;
        cntrl_eng_calc_en       =   1'b1;
	end
	FINISH_CALC_ST:	
	begin
		cntrl_outbuff_wr_en		=	1'b1;
		cntrl_bm_mem_rd_en		=	1'b1;
        cntrl_eng_calc_en       =   1'b1;
	end
	endcase
end
endmodule
==> run.sh <==
#!/bin/bash
# OpenROAD 26Q1-2900-gdf79404cd8, Yosys 0.63+post, stock flow scripts
make -C /OpenROAD-flow-scripts/flow DESIGN_CONFIG=/design/flow/config.mk WORK_HOME=/design/flow/orfs finish
==> config.mk <==
export PLATFORM = sky130hd
export DESIGN_NAME = engine_fsm
export DESIGN_NICKNAME = engine_fsm
export VERILOG_FILES = /design/flow/design.v
export SDC_FILE = /design/flow/constraint.sdc
export NUM_CORES = 4
export LEC_CHECK = 1
export CORE_AREA = 10 10 70 70
export DIE_AREA = 0 0 80 80
==> constraint.sdc <==
current_design engine_fsm

set clk_period 1.4
set clk_io_pct 0.2

create_clock -name clk0 -period $clk_period [get_ports {clk}]

set non_clock_inputs [all_inputs -no_clocks]
set_input_delay [expr $clk_period * $clk_io_pct] -clock clk0 $non_clock_inputs
set_output_delay [expr $clk_period * $clk_io_pct] -clock clk0 [all_outputs]
==> flow_summary.yaml <==
# implementation run metrics
final_timing:
  timing.final.ws_setup_ns: 0.07302
  finClkSkew_ns: 0.0008191
  setup_tns_ns: 0
  max_freq_mhz: 753.6
  drv_slew: 0
  setup_viol: 0
  fin_hold_ws_ns: 0.2288
  period_minus_slack_ns: 1.327
  hold_violations: 0
  slew_headroom: 0.9120
  rsz0062_at_grt: "no"
  period_used_share: 0.9478
  worst_slew_pin_slew_ns: 0.1316
layout:
  largest_register_ffs: 3
  syn_to_final_growth_pct: 155.3
  seqCellArea_um2: 76.32
  regMostFlops: "cur_st"
  reg_top3: "cur_st: 3 flops"
  fillers: 395
  drive_gt1_frac: 0.3571
  final-comb-area_um2: 30.03
pwr:
  powerDensity_mw_per_mm2: 887.3
  internal_power_w: 0.0002333
  sw_frac_of_total: 0.2011
  leakagePower_nw: 0.1410
  pwr-share-seq: 0.329
  power_frac_comb: 0.158
  peakVddDrop_v: 0.0001053
  clkPwrFrac: 0.513
  p_sw_w: 0.00005872
synth:
  ys.flop_type: "dfrtp_1"
  ys_ff: 3
  ys_types: 9
  yosys_cells: 12
  synth_async_sr_flop_share: 1.000
  synth_warnings: 1
  yosys.stat.seqShare: 0.5922
  largest_area_cell: "dfrtp_1"
  syn_area_per_cell_um2: 10.74
  yosys_area_um2: 128.9
  top_area_frac: 0.3883
  top_cells_by_area: "dfrtp_1 (39%), dfstp_2 (20%), buf_4 (12%)"
  edf_count: 0
  syn-cell-area_um2: 128.9
  synthTopCellsByCount: "buf_4 (2), dfrtp_1 (2), inv_1 (2)"
  syn_inst: 12
global_route:
  grt_pass1_vias: 167
  grt.overflow.total: 0
  grt_pass1_wl_um: 745
  track_usage: 0.01623
  grt_max_degree: 4
  antenna_found_initial: 0
floorplan:
  core-area_mm2: 0.003416
  die_area_mm2: 0.006400
  dieWidth_um: 80
  io_pins: 17
  rows: 21
  initCoreUtil: 0.03773
  die_y_um: 80
worst_setup_path:
  crit_path_start_kind: "flip-flop"
  r2r_setup_slack_ns: 0.50
  reg2regPathDepth: 4
  cp-end-kind: "output pin"
  worstSetupPathType: "flip-flop to output pin"
  crit_slowest_cell: "dfstp_2"
  cp_num_cells: 2
  slowest_delay_ns: 0.52
  crit_start: "cur_st[0]"
  path_buffers: 2
  crit_fanout: 2
  crit_end: "global_reg_wr_en"
  crit_chain: "buf_4 > dlygate4sd2_1"
  required_ns: 1.12
  timing.rr.end: "cur_st[0]"
  timing.rr.start: "cur_st[0]"
  cp_data_arrival_time_ns: 1.05
  critPathTopFamily: "flip-flops"
place:
  port_buffers: 9
  gp_congestion: 0.6769
  preCtsSetupSlack_ns: 0.06321
flow_run:
  drv_cap: 0
  warnings: 33
drt:
  post-route-drc-count: 0
  postRouteAntennaNets: 0
  num_antenna_cells: 0
  firstDrtPassIters: 2
  wl_per_cell_um: 6.608
  routed_wl_um: 489
  via_per_inst: 1.919
  drt_iter0_drc: 3
  vias: 142
clock_tree:
  clkTransAtPathRegs_ns: 0.04
  worst_skew_pair.late_latency_ns: 0.23
  hold_buffers: 0
  cts_buffers: 3
  cts_tree: "done"
  root_buffer: "clkbuf_4"
  cts-htree-levels: 1
  clock_path_buffers: 2
  cts.sinks: 3
hold_path:
  hp-class: "input pin to async pin"
outcome:
  status: "completed"
worst reg2reg max path, cell delays in order (launching register included):
cell and delay (ns):
dfstp_2 0.52, buf_4 0.11, buf_4 0.09, a21oi_1 0.03
nor2_1 0.08
cell type report:
class / count / area share
Tap cell: 46 / 0.1749
Sequential cell: 3 / 0.2319
Inverter: 2 / 0.02281
Clock buffer: 4 / 0.07985
Multi-Input combinational cell: 5 / 0.09125
Timing Repair Buffer: 14 / 0.3992
layout by cell type (no fill, tap or decap), drive strengths merged:
| cell type | count |
|---|---|
| dlymetal6s2s | 1 |
| dfrtp | 2 |
| a21oi | 2 |
| dfstp | 1 |
| inv | 2 |
| clkdlybuf4s50 | 3 |
| clkdlybuf4s15 | 3 |
| nand2b | 1 |
| dlygate4sd2 | 2 |
| or2 | 1 |
| nor2 | 1 |
| buf | 5 |
| clkbuf | 4 |
metal layers:
layer	routed length [um]	global-route usage
met1	164	0.01334
met2	184	0.02006
met3	140	0.02386
met4	0	0.007042
met5	0	0
timing repair:
| item | CTS | global route |
|---|---|---|
| buffers inserted | 4 | 1 |
| resized | 5 | 5 |
| endpoints found under the setup margin | 5 | 4 |
| pin swaps | 1 | 1 |
cell families after synthesis:
group	share of synthesized area
buffers and inverters	0.1747
AND/OR/NAND/NOR	0.1262
flip-flops	0.5923
AND-OR/OR-AND	0.1068
power by group through the flow:
stage,Sequential (W),Combinational [W],Clock [W]
6_report,0.0000961,0.0000462,0.000150
5_1_grt,0.0000969,0.0000512,0.000164
4_1_cts,0.0000954,0.0000429,0.000159
how the worst min path moves through the flow:
| stage | start | endpoint | slack [ns] | depth (start not counted) |
|---|---|---|---|---|
| finish | rstn | cur_st[2] | 0.23 | 1 |
| CTS | rstn | cur_st[2] | 0.22 | 1 |
| global route | rstn | cur_st[1] | 0.24 | 1 |
stage by stage:
| stage | total power [W] | instances | instance area (um2) | util |
|---|---|---|---|---|
| after CTS | 0.0002975 | 73 | 311.5 | 0.09121 |
| final | 0.0002920 | 74 | 329.1 | 0.09634 |
| after floorplan | 0.0001078 | 12 | 128.9 | - |
| after detailed placement | 0.0001364 | 65 | 261.5 | 0.07656 |
| after global routing | 0.0003119 | 74 | 329.1 | 0.09634 |
| after global placement | 0.0001355 | 65 | 261.5 | 0.07656 |
Power is estimated from default activity; no workload was simulated.
