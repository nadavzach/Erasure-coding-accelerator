==> flow/design.v <==
module inbuff_cntl #(
	parameter K_MAX = 128,
	parameter K_MIN = 2,
	parameter M_MAX = 128,
	parameter M_MIN = 2,
	parameter W = 4,
	parameter PACKET_LENGTH =  2,
    parameter MREG_W    = $clog2(M_MAX),
	parameter BM_MEM_DEPTH = M_MAX,
	parameter BM_COL_W = W*W*K_MAX,
	parameter BM_MEM_W = BM_COL_W,
	parameter BM_MEM_ADDR_W = $clog2(BM_MEM_W)
)(
	input clk,
	input rstn,
	input eng_rstn,
	input cntrl_inbuff_rd_en,
	input eng_inbuf_cntl_data_used, 
	input [MREG_W-1:0] MReg,
	output cntl_inbuf_fifo_rd_rq,
	output cntl_inbuf_fifo_mem_en,
	input inbuf_fifo_cntl_empty 
);
logic compute_cyc_count_en;
logic [M_MAX-1:0] compute_cyc_counter;
logic [M_MAX-1:0] compute_cyc_counter_req_value;
logic [M_MAX-1:0] compute_cyc_counter_max_value;
logic new_data_req;
assign compute_cyc_count_en	=  eng_inbuf_cntl_data_used ;
assign new_data_req =  (~|(compute_cyc_counter ^ compute_cyc_counter_max_value)) & eng_inbuf_cntl_data_used; 
assign cntl_inbuf_fifo_mem_en = 1'b1; 
always_ff @(posedge clk or negedge rstn) begin
	if(~rstn) begin
		compute_cyc_counter	<=	{M_MAX{1'b0}};
	end else begin
		if(~eng_rstn) begin
			compute_cyc_counter	<=	{M_MAX{1'b0}};
		end else begin
			if(compute_cyc_count_en) begin
				if(compute_cyc_counter >= compute_cyc_counter_max_value) begin  
					compute_cyc_counter	<=	{M_MAX{1'b0}};
				end else begin
					compute_cyc_counter	<=	compute_cyc_counter + {{(M_MAX-1){1'b0}},1'b1};
				end
			end
		end
	end
end
always_ff @(posedge clk or negedge rstn) begin
	if(~rstn) begin
		compute_cyc_counter_req_value	<=	{M_MAX{1'b0}};
		compute_cyc_counter_max_value	<=	{M_MAX{1'b0}};
		end else begin
			if(~eng_rstn) begin
				compute_cyc_counter_req_value	<=	{M_MAX{1'b0}};
				compute_cyc_counter_max_value	<=	{M_MAX{1'b0}};
			end else begin
				if(cntrl_inbuff_rd_en) begin
					compute_cyc_counter_req_value	<=  (MReg-{{(M_MAX-2){1'b0}},1'b1,1'b0});	
					compute_cyc_counter_max_value	<=	(MReg-{{(M_MAX-1){1'b0}},1'b1});		
			end
		end
	end
end
assign cntl_inbuf_fifo_rd_rq = cntrl_inbuff_rd_en & new_data_req;
endmodule
==> flow/run.sh <==
#!/bin/bash
# OpenROAD 26Q1-2900-gdf79404cd8, Yosys 0.63+post, stock flow scripts
make -C /OpenROAD-flow-scripts/flow DESIGN_CONFIG=/design/flow/config.mk WORK_HOME=/design/flow/orfs finish
==> flow/config.mk <==
export PLATFORM = sky130hd
export DESIGN_NAME = inbuff_cntl
export DESIGN_NICKNAME = inbuff_cntl
export VERILOG_FILES = /design/flow/design.v
export SDC_FILE = /design/flow/constraint.sdc
export NUM_CORES = 4
export LEC_CHECK = 1
export CORE_UTILIZATION = 40
==> flow/constraint.sdc <==
current_design inbuff_cntl

set clk_period 7.8
set clk_io_pct 0.2

create_clock -name clk0 -period $clk_period [get_ports {clk}]

set non_clock_inputs [all_inputs -no_clocks]
set_input_delay [expr $clk_period * $clk_io_pct] -clock clk0 $non_clock_inputs
set_output_delay [expr $clk_period * $clk_io_pct] -clock clk0 [all_outputs]
==> deck_impl_summary.md <==
Run Summary

Outcome
  • Status: completed

Logic synthesis
  • Syn. warnings: 1
  • Top FF cell, synth: dfrtp_1
  • Synth Cell Area: 11200 um2
  • Seq/Total Area, Yosys: 30.4%
  • Cells after synthesis: 1353
  • Synth area leader: dfrtp_1
  • Mapped Avg Cell Area: approximately 8.3 um2
  • Distinct lib cells: 71
  • Top cells by area, synth: dfrtp_1, ha_1, nand2_1
  • Fraction of registers with async set/reset: 100%
  • Top cell area share: 30.4%
  • Yosys reg bits: 136
  • Number of enable flip-flop cells: 0
  • Yosys cell count: 1353
  • YS chip area: 11200 um2

Final layout
  • Dominant logic cell type in the layout: nand2_1
  • Logic area: 7410 um2
  • Area Overhead vs Synth: 9.56%
  • Post-layout instance area: between 10000 and 15000 um2
  • Sequential Area: 3400 um2
  • Most frequent cells in the layout: nand2_1, dfrtp_1, ha_1, nand4_1, nand3_1
  • Layout fillers: 2571
  • Layout cells sized above 1: 6.32%

Pwr
  • Pleak: around 5.2 nW
  • Tot Pwr: 1.73 mW
  • PD cells: roughly 140 nW/um2
  • Worst vdd ir: 133 uV

GRT
  • GR Util met3: under 10%
  • First-pass GRT wire length: 50400 um
  • Met1 Use GR: 34.9%
  • Grt peak-use layer: met1
  • GRT overflow: 0
  • GRT Total Usage: 22.1%
  • Vias in the first global route: about 9600
  • Pin count of the biggest net entering global routing: 129
  • Initial antenna violation count: 0
  • Met2 GRT Util: 33.8%

CTS
  • H-Tree Depth: 4
  • TritonCTS clock tree: yes
  • # resized after CTS: 0
  • Hold_buf cts: 0
  • Clk slew on worst S/H paths: 70 ps
  • CTS max path bufs: 2
  • Clk Tree Root Cell: clkbuf_16
  • CTS Sinks: between 100 and 150
  • Num CTS Buffers: 17
  • Latency at later pin: 430 ps
  • Setup repair bufs after CTS: 0

Critical path
  • Worst reg-to-reg setup slack: 2700 ps
  • Worst path depth: 9
  • R2R depth: 13
  • WS Path Type: register to output pin
  • Cells along the critical path: inv_4 -> buf_4 -> ha_1 -> nand4_1 -> nor2_1 -> nand4_1 -> or4_1 -> nor3_1 -> clkdlybuf4s50_1
  • Slowest CP cell: buf_4
  • Critical Path RT: 6240 ps
  • Startpoint class of the critical path: register
  • Crit-path most repeated cell: nand4_1
  • Largest stage delay, worst path: approximately 630 ps
  • Delay-heaviest family, CP: buffers and inverters
  • Crit path capture type: output pin
  • CP Max Fanout: 67
  • CP bufs+invs: 3
  • Worst EP arrival: 4510 ps

Timing
  • Worst Skew: 11.3 ps
  • Slew Limit Fails: 0
  • Worst slew pin tran: 905 ps
  • Final tally of hold violations: 0
  • Max Freq: between 0.15 and 0.2 GHz
  • Slew headroom: 39.2%
  • RSZ-0062 raised after global routing: false
  • Hold WS: 508 ps
  • Crit path time final: 6070 ps
  • Setup_tns: 0 ps
  • Final period util: 77.9%
  • Final setup viols: 0

Routing
  • Vias: ~10000
  • DRT iter0 DRCs: 632
  • Post-Route WL: 29900 um
  • Final ANT Viol Nets: 0
  • Routed vias/inst: 5.99
  • DR DRC count: 0
  • Wire length per cell: around 17 um
  • DR pass1 iterations: 5
  • Ant diodes: 0

Hold path
  • Hold depth: 1
  • Hold Crit Class: register to register

Placed design
  • DP HPWL: around 19000 um
  • DP Area: 11600 um2
  • Port bufs: 12
  • GPL Wtd Cong: 0.868

Floorplan
  • Floorplan core density: 41.1%
  • Core area: 27300 um2
  • Die area: 28700 um2
  • I/O pins: 15
  • DIE WIDTH: 169 um
  • Die Ht: 169 um
  • Number of placement rows: 60

Run
  • Tool Warnings: 28
  • # Max-Cap Violations: 0
==> cells by family after synthesis <==
group                    Yosys count  synth area share, %
other                              1               0.0334
buffers and inverters            102                 3.85
XOR/XNOR                           5                0.391
AND/OR/NAND/NOR                  690                 31.6
multiplexers                       8                0.714
flip-flops                       136                 30.4
AND-OR/OR-AND                    281                 18.5
adder cells (fa/ha/maj)          130                 14.5
==> registers in the layout (all words and copies together) (netlist names) <==
register and flops:
compute_cyc_counter 128, compute_cyc_counter_max_value 8
==> layout make-up <==
cell class / instances / area share, %
clock buffer: 18 / 3.57
clock inverter: 14 / 1.62
inverter: 39 / 1.21
multi-input combinational: 1115 / 60.3
sequential: 136 / 27.7
tap: 372 / 3.79
timing repair buffer: 23 / 1.76
==> per-stage QoR <==
stage               setup WS (ps)  utilization (%)  cells
floorplan                    2410                -   1353
global placement             2250             42.7   1685
detailed placement           2240             42.7   1685
CTS                          1770             45.1   1717
global route                 1480             45.1   1717
finish                       1730             45.1   1717
==> where the power goes <==
group,internal (mW),switching (mW),total [mW]
Clock,0.546,0.346,0.892
Sequential,0.709,0.00294,0.712
Combinational,0.0324,0.0958,0.128
==> cell usage after synthesis (17+ instances only) <==
library cell,count
a21oi_1,58
a221o_1,29
and3_1,26
clkbuf_1,39
dfrtp_1,136
ha_1,130
inv_1,39
nand2_1,215
nand3_1,101
nand4_1,111
nor2_1,94
nor3_1,48
o211ai_1,44
o21a_1,17
o21ai_0,22
o311ai_0,41
==> worst register-to-register path: stages, from the launching register on <==
cell and delay (ps):
dfrtp_1 390, inv_4 550, buf_4 660, ha_1 410, a21oi_1 150, nand2_1 70, a221oi_1 400, o21ai_0 150
a21oi_1 390, o211a_4 250, buf_4 630, buf_4 620, nand4_1 180, o311ai_0 150
==> worst paths after layout <==
check / from / endpoint
setup / recovery: compute_cyc_counter_max_value[126]$_DFFE_PN0P_ / cntl_inbuf_fifo_rd_rq
hold / removal: compute_cyc_counter_max_value[6]$_DFFE_PN0P_ / compute_cyc_counter_max_value[6]$_DFFE_PN0P_
setup reg to reg: compute_cyc_counter_max_value[126]$_DFFE_PN0P_ / compute_cyc_counter[31]$_DFFE_PN0P_
hold reg to reg: compute_cyc_counter_max_value[6]$_DFFE_PN0P_ / compute_cyc_counter_max_value[6]$_DFFE_PN0P_
max in group asynchronous: rstn / compute_cyc_counter[4]$_DFFE_PN0P_
min in group asynchronous: rstn / compute_cyc_counter[13]$_DFFE_PN0P_
==> routing by layer <==
layer	part of all wire, %	vias up
met3	4.0	19
li1	-	5186
met2	45	182
met5	0	-
met4	1.0	0
met1	50	4905
No activity file was given, so power comes from the tool's default toggle rates.
